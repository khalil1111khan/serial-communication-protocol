===== flow/run.sh =====
#!/bin/bash
# OpenROAD 26Q1-2900-gdf79404cd8, Yosys 0.63+post, stock flow scripts
make -C /OpenROAD-flow-scripts/flow DESIGN_CONFIG=/design/flow/config.mk WORK_HOME=/design/flow/orfs finish

===== flow/config.mk =====
export PLATFORM = sky130hd
export DESIGN_NAME = uart_top
export DESIGN_NICKNAME = uart_top
export VERILOG_FILES = /design/flow/design.v
export SDC_FILE = /design/flow/constraint.sdc
export NUM_CORES = 4
export LEC_CHECK = 1
export CORE_UTILIZATION = 30

===== flow/constraint.sdc =====
current_design uart_top

set clk_period 4.1
set clk_io_pct 0.2

create_clock -name clk0 -period $clk_period [get_ports {clk}]

set non_clock_inputs [all_inputs -no_clocks]
set_input_delay [expr $clk_period * $clk_io_pct] -clock clk0 $non_clock_inputs
set_output_delay [expr $clk_period * $clk_io_pct] -clock clk0 [all_outputs]

===== flow/design.v =====
module uart_rx(
    input wire clk,                  
    input wire rst,                
    input wire rx,                       
    output reg [7:0] rx_data,            
    output reg rx_ready                  
);
    parameter CLK_FREQ = 100000000;
    parameter BAUD_RATE = 9600; 
    localparam integer BAUD_TICK_COUNT = CLK_FREQ / BAUD_RATE;
    localparam IDLE   = 3'b000;
    localparam START  = 3'b001;
    localparam DATA   = 3'b010;
    localparam STOP   = 3'b011;
    reg [2:0] state;                  
    reg [3:0] bit_index;         
    reg [7:0] shift_reg;               
    reg [15:0] baud_counter;        
    always @(posedge clk or posedge rst) begin
        if (rst) begin
            state <= IDLE;
            rx_data <= 8'b0;
            bit_index <= 4'b0;
            rx_ready <= 1'b0;
            shift_reg <= 8'b0;
            baud_counter <= 16'd0;
        end else begin
            case (state)
                IDLE: begin
                    rx_ready <= 1'b0;         
                    baud_counter <= 16'd0;    
                    if (rx == 1'b0) begin     
                        state <= START;
                    end
                end
                START: begin
                    if (rx == 1'b0) begin  
                        state <= DATA;     
                        bit_index <= 4'b0;  
                        baud_counter <= 16'd0; 
                    end else begin
                        state <= IDLE;     
                    end
                end
                DATA: begin
                    if (baud_counter == BAUD_TICK_COUNT / 2) begin  
                        shift_reg <= {rx, shift_reg[7:1]};  
                    end    
                    if (baud_counter == BAUD_TICK_COUNT - 1) begin
                        baud_counter <= 0;
                        if (bit_index == 7) begin
                            state <= STOP;
                        end else begin
                            bit_index <= bit_index + 1;
                        end
                    end else begin
                        baud_counter <= baud_counter + 1;
                    end
                end
                STOP: begin
                    if (baud_counter == BAUD_TICK_COUNT - 1) begin
                        baud_counter <= 16'd0;
                        if (rx == 1'b1) begin 
                            rx_data <= shift_reg; 
                            rx_ready <= 1'b1;   
                        end
                        state <= IDLE;         
                    end else begin
                        baud_counter <= baud_counter + 1;
                    end
                end
                default: state <= IDLE;
            endcase
        end
    end
endmodule
module uart_top(
    input wire clk,
    input wire rst,
    input wire [7:0] tx_data,
    input wire tx_start,
    input wire rx,
    output wire [7:0] rx_data,
    output wire rx_ready,
    output wire tx
);
    uart_tx tx_inst (
        .clk(clk),
        .rst(rst),
        .tx_start(tx_start),
        .tx_data(tx_data),
        .Tx(tx)
    );
    uart_rx rx_inst (
        .clk(clk),
        .rst(rst),
        .rx(rx),
        .rx_data(rx_data),
        .rx_ready(rx_ready)
    );
endmodule
module uart_tx(
    input clk,
    input rst,
    input tx_start,
    input [7:0] tx_data,
    output reg Tx,
    output reg tx_busy    
);
    parameter clk_frq = 100000000;     
    parameter baud_rate = 9600;   
    parameter baud_tik = clk_frq / baud_rate;
    localparam IDLE  = 3'b000;
    localparam START = 3'b001;
    localparam DATA  = 3'b010;
    localparam STOP  = 3'b011;
    reg [2:0] state;              
    reg [15:0] baud_count;       
    reg [3:0] bit_index;          
    reg [7:0] shift_reg;       
    always @(posedge clk or posedge rst) begin
        if (rst) begin
            state <= IDLE;
            baud_count <= 16'b0;
            bit_index <= 4'b0;
            shift_reg <= 8'b0;
            Tx <= 1'b1;         
            tx_busy <= 1'b0;
        end else begin
            case (state)
                IDLE: begin
                    Tx <= 1'b1;      
                    tx_busy <= 1'b0;
                    if (tx_start) begin
                        shift_reg <= tx_data;    
                        baud_count <= 16'b0;     
                        bit_index <= 4'b0;
                        tx_busy <= 1'b1;
                        state <= START;         
                    end
                end
                START: begin
                    Tx <= 1'b0;      
                    if (baud_count < baud_tik - 1) begin
                        baud_count <= baud_count + 1;
                    end else begin
                        baud_count <= 0;
                        state <= DATA;          
                    end
                end
                DATA: begin
                    Tx <= shift_reg[0];          
                    if (baud_count < baud_tik - 1) begin
                        baud_count <= baud_count + 1;
                    end else begin
                        baud_count <= 0;
                        shift_reg <= shift_reg >> 1;   
                        bit_index <= bit_index + 1;
                        if (bit_index == 7) begin
                            state <= STOP;        
                        end
                    end
                end
                STOP: begin
                    Tx <= 1'b1;                  
                    if (baud_count < baud_tik - 1) begin
                        baud_count <= baud_count + 1;
                    end else begin
                        baud_count <= 0;
                        state <= IDLE;           
                        tx_busy <= 1'b0;         
                    end
                end
                default: state <= IDLE;
            endcase
        end
    end
endmodule

==> impl_metrics.env <==
# yosys + openroad results
export IMPL_outcome="finished, final reports clean"
export IMPL_path_clk_slew_ns=0.06
export IMPL_grt_usage_pct=11.8
export IMPL_cap_violations=0
export IMPL_cts_htree_levels=3
export IMPL_min_period_ns=2.49
export IMPL_n_fill_cell=1126
export IMPL_p_clk_share_pct=41.3
export IMPL_end_kind="flip-flop"
export IMPL_finish_utilization_pct=36.6
export IMPL_ys_seq_share_pct=51.9
export IMPL_fp_util_pct=31.1
export IMPL_syn2layout_area_growth_pct=17.9
export IMPL_p_per_area_nw_per_um2=430
export IMPL_grt_overflow_total=0
export IMPL_drt_antenna_violating_nets=0
export IMPL_diodes=0
export IMPL_power_total_uw=1810
export IMPL_cts_tree="done"
export IMPL_worst_pin_slew_ns=0.862
export IMPL_grt_pass1_vias=2445
export IMPL_place_ws_ns=1.30
export IMPL_via_count=2586
export IMPL_p_leak_uw=0.00190
export IMPL_grt_first_pass_wirelength_um=11900
export IMPL_synth_flops=74
export IMPL_path_class="in -> reg"
export IMPL_reg_top3="rx_inst.baud_counter: 16 flops, tx_inst.baud_count: 16 flops"
export IMPL_dp_hpwl_um=4370
export IMPL_yosysWarnings=2
export IMPL_cts_buffers=9
export IMPL_ys_chip_area_um2=3580
export IMPL_avgSynthCellArea_um2=10.2
export IMPL_yosysTopAreaCell="dfrtp_1"
export IMPL_cp_data_arrival_time_ns=2.68
export IMPL_core_area_um2=11500
export IMPL_hold_class="reg -> reg"
export IMPL_wl_per_cell_um=12.8
export IMPL_logic_family="simple AND/OR/NAND/NOR gates"
export IMPL_p_int_uw=1330
export IMPL_xor_area_share_pct=5.63
export IMPL_async_flop_share_pct=100
export IMPL_finalCritPeriodShare_pct=60.7
export IMPL_ff_type="dfrtp_1"
export IMPL_fin_worst_skew_ns=0.00811
export IMPL_top_area_share_pct=49.7
export IMPL_route_detailed_drc=0
export IMPL_yosys_cell_types_count=56
export IMPL_finalWirelength_um=6680
export IMPL_rsz0062_at_grt="no"
export IMPL_die_area_um2=12400
export IMPL_warnings=26
export IMPL_slew_limit_headroom_pct=42.4
export IMPL_cts_resized=0
export IMPL_clock_sinks=74
export IMPL_vias_per_cell=4.94
export IMPL_setup_ws_ns=1.61
export IMPL_adder_share_pct=1.75
export IMPL_insertion_delay_ns=0.33
export IMPL_synth_edff_count=0
export IMPL_cp_max_fo=8
export IMPL_peakVddDrop_v=0.000189
export IMPL_switching_share_pct=26.7
export IMPL_die_w_um=111
export IMPL_mux_area_share_pct=7.27
export IMPL_drive_gt1_share_pct=12.1
export IMPL_dieHeight_um=111
export IMPL_ys_cells=351
export IMPL_cp_required_ns=4.29
export IMPL_drtPass1Iterations=20
export IMPL_start_kind="primary input"
export IMPL_numPortBuffers=21
export IMPL_ctsHoldBuffers=0
export IMPL_fmax_mhz=402
export IMPL_post_cts_buffers=0
export IMPL_io_pins=22
export IMPL_slew_violations=0
export IMPL_setup_viol=0
export IMPL_grt_max_degree=75
export IMPL_fin_setup_tns_ns=0
export IMPL_top_cells_by_area="dfrtp_1 (50%), mux2_2 (5.0%), nand2_1 (4.8%), nor2_1 (4.3%), xor2_1 (3.9%)"
export IMPL_antenna_found_initial=0
export IMPL_compound_area_share_pct=8.53
export IMPL_cts_buffer_depth=2
export IMPL_hold_viol=0
export IMPL_ys_sh_simple_pct=22.6
export IMPL_synth_cells=351
export IMPL_p_comb_share_pct=10.6
export IMPL_synth_area_um2=3580
export IMPL_seqPwrFrac_pct=48.1
export IMPL_p_sw_uw=483
export IMPL_rows=39
export IMPL_drt_iter0_markers=148
export IMPL_root_buffer="clkbuf_16"
export IMPL_globalplace_congestion=0.826
per-stage QoR:
step | instance area (um^2) | instances | hold WS [ns]
finish | 4220 | 523 | 0.488
CTS | 4220 | 523 | 0.488
floorplan | 3580 | 351 | 0.437
detailed placement | 3930 | 507 | 0.477
global placement | 3930 | 507 | 0.470
global route | 4220 | 523 | 0.515
routing by layer:
layer  wire (um)  track usage, %  vias up
met5           0               0        -
met4         109            1.53        0
met2        2840            16.9       40
met3         272            2.45        7
li1            -               -     1300
met1        3460            19.4     1239
kinds of logic (layout without fill, tap and decap cells):
family                     Yosys count  after routing
buffers and inverters               16             45
and+or+nand+nor                    163            163
adders and majority gates            5              5
DFF                                 74             74
muxes                               24             24
AOI/OAI and AO/OA                   46             46
xor gates and xnor gates            23             23
critical path, stage by stage:
cell	delay (ns)
clkdlybuf4s50_1	0.51
and2_1	0.21
nor3_1	0.70
and3_1	0.27
xnor2_1	0.12
nor2_1	0.06
synth_stat cells (2+ instances only):
cell type  number
dfrtp_1        71
nand2_1        46
nor2_1         41
nand3_1        25
o21ai_0        18
mux2_2         16
xor2_1         16
nand4_1        10
mux2i_1         8
inv_1           7
xnor2_1         7
nor3_1          6
o21ai_1         6
and3_1          5
ha_1            5
a31oi_1         4
and4_1          4
o211ai_1        4
clkbuf_1        3
dfstp_2         3
nor4_1          3
a21oi_1         2
and2_1          2
buf_2           2
nand4b_1        2
nor2b_1         2
nor3b_1         2
or3_1           2
or4_1           2
path summary, 6_finish.rpt:
| check | from | endpoint | cells past startpoint | slack [ns] |
|---|---|---|---|---|
| min in group asynchronous | rst | tx_inst.shift_reg[4] | 3 | 0.90 |
| setup reg to reg | tx_inst.state[1] | tx_inst.baud_count[10] | 5 | 1.68 |
| hold reg to reg | tx_inst.shift_reg[5] | tx_inst.shift_reg[5] | 2 | 0.49 |
| hold / removal | tx_inst.shift_reg[5] | tx_inst.shift_reg[5] | 2 | 0.49 |
| setup / recovery | rx | rx_inst.baud_counter[5] | 6 | 1.61 |
| max in group asynchronous | rst | rx_inst.state[0] | 3 | 2.87 |
cell type report:
class,count,area [um^2],share of cell area (%)
Clock buffer,11,253,5.99
Tap cell,143,179,4.24
Inverter,7,26.3,0.623
Multi-Input combinational cell,261,1640,38.8
Sequential cell,74,1860,44.0
Clock inverter,5,37.5,0.890
Timing Repair Buffer,22,230,5.46
power groups by stage:
stage,clock (uW),sequential (uW),combinational [uW]
6_report,749,873,192
5_1_grt,803,885,222
4_1_cts,772,871,194
placed cells by master (no fill, tap or decap), drive strengths merged, types with 4 or more instances in the layout:
cell	netlist	layout
dfrtp	71	71
and4	5	5
nand2	46	46
xnor2	7	7
xor2	16	16
nand4	10	10
mux2i	8	8
clkbuf	5	11
nor2	41	41
o21ai	25	25
o211ai	4	4
a31oi	4	4
inv	7	8
mux2	16	16
nand3	25	25
ha	5	5
nor3	6	6
clkdlybuf4s50	0	21
and3	5	5
Power figures rest on the tool's default switching activity, not on a simulated workload.
