### /design/flow/config.mk
export PLATFORM = sky130hd
export DESIGN_NAME = uart_t
export DESIGN_NICKNAME = uart_t
export VERILOG_FILES = /design/flow/design.v
export SDC_FILE = /design/flow/constraint.sdc
export NUM_CORES = 4
export LEC_CHECK = 1
export CORE_UTILIZATION = 30
### /design/flow/constraint.sdc
current_design uart_t

set clk_period 3.0
set clk_io_pct 0.2

create_clock -name clk0 -period $clk_period [get_ports {clk}]

set non_clock_inputs [all_inputs -no_clocks]
set_input_delay [expr $clk_period * $clk_io_pct] -clock clk0 $non_clock_inputs
set_output_delay [expr $clk_period * $clk_io_pct] -clock clk0 [all_outputs]
### /design/flow/design.v
module uart_t(
    input wire clk,
    input wire rst,
    input wire rx,
    output wire [7:0] rx_data,
    output wire rx_ready,
    output wire tx,
    output reg [7:0] led_output
);
    wire tx_busy;
    reg tx_start_int;
    uart_tx tx_inst (
        .clk(clk),
        .rst(rst),
        .tx_start(tx_start_int),
        .tx_data(rx_data),
        .Tx(tx),
        .tx_busy(tx_busy)
    );
    uart_rx rx_inst (
        .clk(clk),
        .rst(rst),
        .rx(rx),
        .rx_data(rx_data),
        .rx_ready(rx_ready)
    );
    always @(posedge clk or posedge rst) begin
        if (rst) begin
            led_output <= 8'b0;
            tx_start_int <= 1'b0;
        end else begin
            if (rx_ready) begin
                led_output <= rx_data;
                if (!tx_busy) begin
                    tx_start_int <= 1'b1;
                end
            end else begin
                tx_start_int <= 1'b0;
            end
        end
    end
endmodule
module uart_rx(
    input wire clk,                  
    input wire rst,                
    input wire rx,                       
    output reg [7:0] rx_data,            
    output reg rx_ready                  
);
    parameter CLK_FREQ = 100000000;
    parameter BAUD_RATE = 9600; 
    localparam integer BAUD_TICK_COUNT = CLK_FREQ / BAUD_RATE;
    localparam IDLE   = 3'b000;
    localparam START  = 3'b001;
    localparam DATA   = 3'b010;
    localparam STOP   = 3'b011;
    reg [2:0] state;                  
    reg [3:0] bit_index;         
    reg [7:0] shift_reg;               
    reg [15:0] baud_counter;        
    always @(posedge clk or posedge rst) begin
        if (rst) begin
            state <= IDLE;
            rx_data <= 8'b0;
            bit_index <= 4'b0;
            rx_ready <= 1'b0;
            shift_reg <= 8'b0;
            baud_counter <= 16'd0;
        end else begin
            case (state)
                IDLE: begin
                    rx_ready <= 1'b0;         
                    baud_counter <= 16'd0;    
                    if (rx == 1'b0) begin     
                        state <= START;
                    end
                end
                START: begin
                    if (rx == 1'b0) begin  
                        state <= DATA;     
                        bit_index <= 4'b0;  
                        baud_counter <= 16'd0; 
                    end else begin
                        state <= IDLE;     
                    end
                end
                DATA: begin
                    if (baud_counter == BAUD_TICK_COUNT / 2) begin  
                        shift_reg <= {rx, shift_reg[7:1]};  
                    end    
                    if (baud_counter == BAUD_TICK_COUNT - 1) begin
                        baud_counter <= 0;
                        if (bit_index == 7) begin
                            state <= STOP;
                        end else begin
                            bit_index <= bit_index + 1;
                        end
                    end else begin
                        baud_counter <= baud_counter + 1;
                    end
                end
                STOP: begin
                    if (baud_counter == BAUD_TICK_COUNT - 1) begin
                        baud_counter <= 16'd0;
                        if (rx == 1'b1) begin 
                            rx_data <= shift_reg; 
                            rx_ready <= 1'b1;   
                        end
                        state <= IDLE;         
                    end else begin
                        baud_counter <= baud_counter + 1;
                    end
                end
                default: state <= IDLE;
            endcase
        end
    end
endmodule
module uart_tx(
    input clk,
    input rst,
    input tx_start,
    input [7:0] tx_data,
    output reg Tx,
    output reg tx_busy    
);
    parameter clk_frq = 100000000;     
    parameter baud_rate = 9600;   
    parameter baud_tik = clk_frq / baud_rate;
    localparam IDLE  = 3'b000;
    localparam START = 3'b001;
    localparam DATA  = 3'b010;
    localparam STOP  = 3'b011;
    reg [2:0] state;              
    reg [15:0] baud_count;       
    reg [3:0] bit_index;          
    reg [7:0] shift_reg;       
    always @(posedge clk or posedge rst) begin
        if (rst) begin
            state <= IDLE;
            baud_count <= 16'b0;
            bit_index <= 4'b0;
            shift_reg <= 8'b0;
            Tx <= 1'b1;         
            tx_busy <= 1'b0;
        end else begin
            case (state)
                IDLE: begin
                    Tx <= 1'b1;      
                    tx_busy <= 1'b0;
                    if (tx_start) begin
                        shift_reg <= tx_data;    
                        baud_count <= 16'b0;     
                        bit_index <= 4'b0;
                        tx_busy <= 1'b1;
                        state <= START;         
                    end
                end
                START: begin
                    Tx <= 1'b0;      
                    if (baud_count < baud_tik - 1) begin
                        baud_count <= baud_count + 1;
                    end else begin
                        baud_count <= 0;
                        state <= DATA;          
                    end
                end
                DATA: begin
                    Tx <= shift_reg[0];          
                    if (baud_count < baud_tik - 1) begin
                        baud_count <= baud_count + 1;
                    end else begin
                        baud_count <= 0;
                        shift_reg <= shift_reg >> 1;   
                        bit_index <= bit_index + 1;
                        if (bit_index == 7) begin
                            state <= STOP;        
                        end
                    end
                end
                STOP: begin
                    Tx <= 1'b1;                  
                    if (baud_count < baud_tik - 1) begin
                        baud_count <= baud_count + 1;
                    end else begin
                        baud_count <= 0;
                        state <= IDLE;           
                        tx_busy <= 1'b0;         
                    end
                end
                default: state <= IDLE;
            endcase
        end
    end
endmodule
### /design/flow/run.sh
#!/bin/bash
# OpenROAD 26Q1-2900-gdf79404cd8, Yosys 0.63+post, stock flow scripts
make -C /OpenROAD-flow-scripts/flow DESIGN_CONFIG=/design/flow/config.mk WORK_HOME=/design/flow/orfs finish
==> Changelog: implementation <==
### Changed

* Area leader, netlist: dfrtp_1
* TritonCTS Sinks at 84
* Synthesized cell area at 4068 um^2
* Syn avg cell area at about 10 um^2
* ANT cells at 0
* GRT Total Usage at 12.87%
* Die area at between 10,000 and 15,000 um^2
* Hold path endpoint: tx_start_int
* Dominant flop cell: dfrtp_1
* Number of synthesized flops with an enable pin at 0
* Flops after synth at ~84
* DR vias/cell at a little over 5
* Most instantiated logic cell after routing: dfrtp_1
* Status: complete, no violations
* Initial antenna violation count at 0
* Worst slack, placed at about 0.62 ns
* I/O Buffers at 20
* Critical path startpoint category: flop
* Gates resized, CTS repair at 0
* Fillers at between 1,000 and 1,500
* Final setup vio count at 0
* Largest type area fraction at between 40% and 50%
* Num rows at ~42
* PD cells at roughly 500 nW/um^2
* Latest clock arrival within the worst-skew pair at about 0.33 ns
* Hold Vio Cnt, Final at 0
* Async set or reset register ratio after synthesis at 100.0%
* Residual DRC at 0
* CP Class: flop to flop
* Yosys Chip Area at around 4100 um^2
* Top Layout Cells: dfrtp_1 (81), nor2_1 (42), nand2_1 (41)
* Post-Route Setup TNS at 0 ns
* Required time worst endpoint at around 3.2 ns
* Die height at approximately 120 um
* Worst hold path type: flop to flop
* Detailed Route Iter0 Violations at 133
* Final setup margin at 0.7668 ns
* Reg2Reg Launch Point: tx_inst.baud_count[0]
* Remaining Overflow, GRT at 0
* WHS Path Cells at 1
* Synthesized instance count at roughly 390
* Core Util at FP at 30.72%
* Worst Skew at approximately 0.0052 ns
* Maximum VDD drop at 294.8 uV
* CTS tree: yes
* Layout cell share with drive strength beyond 1 at 15.53%
* Synth Seq Share at approximately half
* Global-route wire length before repair at roughly 14 mm
* Tightest Pin Transition at between 0.6 and 0.7 ns
* Total wire length at slightly above 8 mm
* Die width at 118.4 um
* Clk buf depth at 2
* Hold wc startpoint: tx_inst.tx_busy
* Slew margin rel. at a little under three fifths
* Core ar. at 13,240 um^2
* Synth top area cells: dfrtp_1 (50%), mux2_2 (6.9%), nor2_1 (3.9%), nand2_1 (3.8%), nand3_1 (3.1%)
* MaxCap Viol Count at 0
* Final Wtd Congestion at slightly above 0.8
* Largest net degree at the start of global routing at approximately 40
* Final Max-Slew Violation Tally at 0
* Placed cell area at roughly 4500 um^2
* Yosys cell types at between 50 and 60
* Area grow syn2layout at 17.69%
* R2r setup slk at between 0.7 and 0.8 ns
* Root buffer cell: clkbuf_16
* R2r endpoint: tx_inst.baud_count[9]
* Max FO, Critical Path at 9
* Pre-Repair DR Iteration Count at 4
* Leakage at roughly 2.1 nW
* Clock transition at path regs at approximately 0.06 ns
* Routed Antenna Nets at 0
* Tcrit/Tclk final at between 70% and 80%
* CTS buffer count at 9
* Final worst path period need at 2.233 ns
* Synth warnings at 3
* Yosys cell count at just under 400
* Htree depth at 3
* CP Data Arrival Time at 2.46 ns
* Post CTS Setup Buffer Count at 0
* Cell area after layout at between 4000 and 5000 um^2
* Vias in the first global route at between 2,000 and 3,000
* R2R cell count at 6
* Post-detail-place hpwl at about 5.5 mm
* Biggest regs: rx_inst.baud_counter (16), tx_inst.baud_count (16)
* Critical Path Sink Type: flop
* F_max at between 0.4 and 0.5 GHz
* Routed vias at 3,026
* Hold bufs inserted after CTS at 0
* RSZ-0062 raised after global routing: false
* Tool warnings at 26
* Wire length per cell at about 14 um
* Top Ports at 21
## critical path, stage by stage (launching register included)
cell and delay, ns:
dfrtp_1 0.42, ha_1 0.26, a311oi_2 0.34, o2111ai_1 0.22, a21boi_2 0.44, nand2_2 0.13, o311ai_1 0.31
## cell families after synthesis
group	after synthesis	synth area share, %
muxes	29	7.936
buffers and inverters	22	2.399
AOI/OAI and AO/OA	85	14.18
adders and majority gates	5	1.538
DFF	84	51.77
xor gates and xnor gates	14	3.015
and+or+nand+nor	154	19.16
## layer usage
| layer | vias up | global-route usage (%) | share of wire, % | wire, um |
|---|---|---|---|---|
| met4 | 0 | 0.9494 | 0.87 | 71 |
| met2 | 37 | 19.23 | 46 | 3768 |
| met5 | - | 0 | 0 | 0 |
| met3 | 5 | 2.510 | 2.9 | 238 |
| met1 | 1496 | 20.88 | 50 | 4119 |
| li1 | 1488 | - | - | - |
## worst max-delay path by stage
stage                                    to  slack (ns)             startpoint
after CTS             tx_inst.baud_count[9]        0.77  tx_inst.baud_count[0]
final                 tx_inst.baud_count[9]        0.77  tx_inst.baud_count[0]
after global routing  tx_inst.baud_count[9]        0.63  tx_inst.baud_count[0]
## where the power goes
group	total, mW	internal [mW]	switching (mW)
combinational	0.137	0.0542	0.0827
clock	1.05	0.573	0.474
sequential	1.20	1.16	0.0398
## per-stage QoR
step | instances | util (%) | total power [mW] | hold WS, ns
after detailed placement | 585 | 33.99 | 1.359 | 0.4912
final | 601 | 36.15 | 2.384 | 0.4890
after CTS | 601 | 36.15 | 2.424 | 0.4911
after global placement | 585 | 33.99 | 1.358 | 0.4680
after floorplan | 393 | - | 1.314 | 0.4537
after global routing | 601 | 36.15 | 2.502 | 0.5033
## layout make-up
cell class              instances  area [um^2]  area share [%]
clock buffers                   9        225.2           4.705
clock inverters                 7        60.06           1.255
inverters                      10        38.79          0.8102
multi-input cells             287         1864           38.94
flip-flops and latches         84         2106           43.99
well taps                     176        220.2           4.600
repair buffers                 28        272.8           5.698
## synth_stat cells, types with 5 or more instances
cell type   n
dfrtp_1    81
mux2_2     25
nand3_1    25
o21ai_0    18
xor2_1     13
and3_1      6
a22o_1     12
nand2_1    41
nor4_1      5
nand4_1     9
nor3_1      7
inv_1      10
clkbuf_1    6
a21oi_1    16
o22ai_1    15
nor2_1     42
ha_1        5
a21o_1      5
Power and IR drop assume default switching activity.
